===== design/flow/config.mk =====
export PLATFORM = sky130hd
export DESIGN_NAME = controller
export DESIGN_NICKNAME = controller
export VERILOG_FILES = /design/flow/design.v
export SDC_FILE = /design/flow/constraint.sdc
export NUM_CORES = 4
export LEC_CHECK = 1
export CORE_AREA = 10 10 104 104
export DIE_AREA = 0 0 114 114

===== design/flow/run.sh =====
#!/bin/bash
# OpenROAD 26Q1-2900-gdf79404cd8, Yosys 0.63+post, stock flow scripts
make -C /OpenROAD-flow-scripts/flow DESIGN_CONFIG=/design/flow/config.mk WORK_HOME=/design/flow/orfs finish

===== design/flow/design.v =====
module controller
(
	input wire clk,
	input wire n_rst,
	input wire dr,
	input wire lc,
	input wire overflow,
	output reg cnt_up,
	output reg clear,
	output reg modwait,
	output reg [2:0] op,
	output reg [3:0] src1,
	output reg [3:0] src2,
	output reg [3:0] dest,
	output reg err
);
typedef enum bit [4:0] {IDLE, STORE, ZERO, SORT1, SORT2, SORT3, SORT4, MUL1, ADD1, MUL2, SUB1, MUL3, ADD2, MUL4, SUB2,  EIDLE, COEF1, COEF2, COEF3, COEF4, DUMMY1, DUMMY2, DUMMY3} stateType;
stateType next_state;
stateType current_state;
reg current_mod;
reg next_mod;
always_ff @ (posedge clk, negedge n_rst) begin
	if(n_rst == 0) begin
		current_state <= IDLE;
		current_mod <= 0;
	end
	else begin
		current_state <= next_state;
		current_mod <= next_mod;	
	end
end
always_comb begin
	cnt_up = 0;
	clear = 0;
	op = 3'b000;  
	src1 = 4'd0;
	src2 = 4'd0;
	dest = 4'd0;
	err = 0;
	next_mod = 1;
	if(current_state == IDLE) begin
		next_mod = 0;
	end
	else if(current_state == STORE) begin
		dest = 4'd5;
		op = 3'b010;   
	end
	else if(current_state == ZERO) begin
		cnt_up = 1;
		op = 3'b101;   
		src1 = 0;
		src2 = 0;
		dest = 0;
	end
	else if(current_state == SORT1) begin
		op = 3'b001;   
		src1 = 4'd2;
		dest = 4'd1;
	end
	else if(current_state == SORT2) begin
		op = 3'b001;   
		src1 = 4'd3;
		dest = 4'd2;
	end
	else if(current_state == SORT3) begin
		op = 3'b001;   
		src1 = 4'd4;
		dest = 4'd3;
	end
	else if(current_state == SORT4) begin
		op = 3'b001;   
		src1 = 4'd5;
		dest = 4'd4;
	end
	else if(current_state == MUL1) begin
		op = 3'b110;   
		src1 = 4'd1;
		src2 = 4'd9;
		dest = 4'd10;
	end
	else if(current_state == ADD1) begin
		op = 3'b100;   
		src1 = 4'd0;
		src2 = 4'd10;
		dest = 4'd0;
	end
	else if (current_state == MUL2) begin
		op = 3'b110;   
		src1 = 4'd8;
		src2 = 4'd2;
		dest = 4'd10;
	end
	else if(current_state == SUB1) begin
		op = 3'b101;   
		src2 = 4'd10;
		src1 = 0;
		dest = 0;
	end
	else if(current_state == MUL3) begin
		op = 3'b110;   
		src1 = 4'd3;
		src2 = 4'd7;
		dest = 4'd10;
	end
	else if(current_state == ADD2) begin
		op = 3'b100;   
		src2 = 4'd10;
		src1 = 4'd0;
		dest = 4'd0;
	end
	else if(current_state == MUL4) begin
		op = 3'b110;   
		src1 = 4'd4;
		src2 = 4'd6;
		dest = 4'd10;
	end
	else if(current_state == SUB2) begin
		op = 3'b101;   
		src2 = 4'd10;
		src1 = 4'd0;
		dest = 4'd0;
	end
	else if(current_state == COEF1) begin
		op = 3'b011;   
		dest = 4'd6;
		clear = 1;
	end
	else if(current_state == COEF2) begin
		op = 3'b011;   
		dest = 4'd7;
		clear = 1;
	end
	else if(current_state == COEF3) begin
		op = 3'b011;   
		dest = 4'd8;
		clear = 1;
	end
	else if(current_state == COEF4) begin
		op = 3'b011;   
		dest = 4'd9;
		clear = 1;
	end
	else if(current_state == DUMMY1) begin
		next_mod = 0;
	end
	else if(current_state == DUMMY2) begin
		next_mod = 0;
	end
	else if(current_state == DUMMY3) begin
		next_mod = 0;
	end
	else if(current_state == EIDLE) begin
		err = 1;
		next_mod = 0;
	end
end
always_comb begin
	next_state = current_state;
	case(current_state)
	IDLE: begin
		if(dr == 1) begin
			next_state = STORE;
		end
		else if (lc == 1) begin
			next_state = COEF1;
		end
		else begin
			next_state = IDLE;
		end
	end
	STORE: begin
		if(dr == 0) begin
			next_state = EIDLE;
		end
		else begin
			next_state = ZERO;
		end
	end
	ZERO: begin
		next_state = SORT1;
	end
	SORT1: begin
		next_state = SORT2;
	end
	SORT2: begin
		next_state = SORT3;
	end
	SORT3: begin
		next_state = SORT4;
	end
	SORT4: begin
		next_state = MUL1;
	end
	MUL1: begin
		next_state = SUB1;
	end
	ADD1: begin
		if(overflow == 1) begin
			next_state = EIDLE;
		end
		else begin
			next_state = MUL3;
		end
	end
	MUL2: begin
		next_state = ADD1;
	end
	SUB1: begin
		if(overflow == 1) begin
			next_state = EIDLE;
		end
		else begin
			next_state = MUL2;
		end
	end
	MUL3: begin
		next_state = SUB2;
	end
	ADD2: begin
		if(overflow == 1) begin
			next_state = EIDLE;
		end
		else begin
			next_state = IDLE;
		end
	end
	MUL4: begin
		next_state = ADD2;
	end
	SUB2: begin
		if(overflow == 1) begin
			next_state = EIDLE;
		end
		else begin
			next_state = MUL4;
		end
	end
	COEF1: begin
		next_state = DUMMY1;
	end
	DUMMY1: begin
		if (lc == 1'b1) begin
			next_state = COEF2;
		end
		else begin
			next_state = DUMMY1;
		end
	end
	COEF2: begin
		next_state = DUMMY2;
	end
	DUMMY2: begin
		if (lc == 1'b1) begin
			next_state = COEF3;
		end
		else begin
			next_state = DUMMY2;
		end
	end
	COEF3: begin
		next_state = DUMMY3;
	end
	DUMMY3: begin
		if (lc == 1'b1) begin
			next_state = COEF4;
		end
		else begin
			next_state = DUMMY3;
		end
	end
	COEF4: begin
		next_state = IDLE;
	end
	EIDLE: begin
		if(dr == 1) begin
			next_state = STORE;
		end
		else if (lc == 1) begin
			next_state = COEF1;
		end
		else begin
			next_state = EIDLE;
		end
	end
endcase	
end
assign modwait = current_mod;
endmodule

===== design/flow/constraint.sdc =====
current_design controller

set clk_period 4.2
set clk_io_pct 0.2

create_clock -name clk0 -period $clk_period [get_ports {clk}]

set non_clock_inputs [all_inputs -no_clocks]
set_input_delay [expr $clk_period * $clk_io_pct] -clock clk0 $non_clock_inputs
set_output_delay [expr $clk_period * $clk_io_pct] -clock clk0 [all_outputs]

==> results.json <==
{
  "status": "complete, no violations",
  "period_used_share": 0.781,
  "nFillCells": 980,
  "worstMarginPinSlew_ps": 456,
  "hold_viol": 0,
  "maxSlewViolCount": 0,
  "routed_wl_um": 3360,
  "final-setup-viol-count": 0,
  "clock-root-buffer": "clkbuf_8",
  "ff2ff_path_depth": 4,
  "edf_count": 0,
  "cts-hold-fix-buffers": 0,
  "die_h_um": 114,
  "top_cells_by_area": "dfrtp_1, nor3_1, nor2_1",
  "cap_violations": 0,
  "drc": 0,
  "grt_pass1_wl_um": 5660,
  "vias": 1030,
  "routed_via_density": 3.96,
  "min-delay-start": "current_state[17]",
  "clk_latency_ps": 260,
  "grt_pass1_vias": 1018,
  "common_cells": "dfrtp_1, nor2_1, nor3_1",
  "grt_max_degree": 25,
  "crit_path_end_kind": "output port",
  "hold_slack_ps": 493,
  "clock_power_share": 0.223,
  "coreArea_mm2": 0.00868,
  "crit_fanout": 11,
  "swShare": 0.295,
  "tool_warnings": 25,
  "postCtsSetupBuffers": 0,
  "die_x_um": 114,
  "seqPwrFrac": 0.442,
  "drive_above_1_share": 0.0724,
  "synth_seq_share": 0.504,
  "top_area_cell": "dfrtp_1",
  "gp_congestion": 0.840,
  "p_int_mw": 0.439,
  "finalClockSkew_ps": 5.75,
  "hold_path_depth": 0,
  "clockBufferDepth": 2,
  "drtPass1Iterations": 4,
  "peakVddDrop_v": 0.000241,
  "yosysWarnings": 2,
  "drtIter0Drc": 140,
  "r2r-start": "current_state[2]",
  "async_flop_share": 1.00,
  "yosysCellCount": 128,
  "dp_hpwl_um": 2620,
  "flop_cell": "dfrtp_1",
  "cts_max_level": 1,
  "combPwrFrac": 0.335,
  "slew_headroom": 0.695,
  "cts-resized-gates": 0,
  "diodes": 0,
  "clkTransAtPathRegs_ps": 80,
  "top_cell": "dfrtp_1",
  "syn_to_final_growth_pct": 33.6,
  "portBuffers": 23,
  "antenna_left": 0,
  "syn_area_mm2": 0.00119,
  "antenna_found_initial": 0,
  "clock_sinks": 24,
  "critPathKind": "reg2out",
  "track_usage": 0.0531,
  "fp-utilization": 0.138,
  "io_pins": 24,
  "synth.top_cell.area_share": 0.482,
  "critPathLaunchType": "flop",
  "overflow": 0,
  "power_switching_mw": 0.183,
  "syn_avg_cell_area_um2": 9.34,
  "cts_made_buffers": 3,
  "numSynthFlops": 24,
  "wl_per_cell_um": 12.9,
  "cp-startpoint": "current_state[2]",
  "yosys.stat.chipArea_mm2": 0.00119,
  "hp-class": "reg2reg",
  "cts_tree": "done",
  "period_minus_slack_ps": 3280,
  "setup_slack_ps": 919,
  "seq_area_um2": 602,
  "fmax_mhz": 305,
  "row_count": 34,
  "power_leakage_nw": 0.679,
  "synth_cell_types": 36,
  "comb_area_um2": 543,
  "rsz0062_at_grt": "false",
  "powerDensity_mw_per_mm2": 390,
  "required_ps": 3360,
  "syn-instance-count": 128,
  "pre_cts_ws_ps": 1170,
  "die_area_mm2": 0.0130,
  "cp.arrival_ps": 2440,
  "tns_ps": 0
}
==> power by group through the flow <==
| stage | registers (mW) | logic, mW | clock network (mW) |
|---|---|---|---|
| CTS | 0.275 | 0.215 | 0.142 |
| global route | 0.279 | 0.238 | 0.150 |
| finish | 0.275 | 0.208 | 0.139 |
==> final timing paths <==
check                      slack [ps]                 to
max                               920                err
min                               490   current_state[5]
max reg2reg                      2450        current_mod
min reg2reg                       490   current_state[5]
max in group asynchronous        2980   current_state[0]
min in group asynchronous         930  current_state[14]
==> through the flow <==
step                total power, mW  instance area [µm²]   util  std cells
CTS                           0.632                 1600  0.184        260
detailed placement            0.493                 1550  0.179        256
floorplan                     0.368                 1190      -        128
global route                  0.667                 1600  0.184        260
global placement              0.494                 1550  0.179        256
finish                        0.622                 1600  0.184        260
==> per-layer routing <==
metal	up-vias	track usage	share of wire
li1	513	-	-
met4	0	0.00251	0
met3	0	0.0154	0.062
met2	23	0.0778	0.45
met5	-	0	0
met1	494	0.0794	0.49
==> sequential cells by signal, indices dropped and copies added (netlist names) <==
register       flops
current_state     23
current_mod        1
==> critical path: stages, from the launching register on <==
cell and delay (ps):
dfrtp_1 510, nor4_2 430, nand2_1 180, nor4_1 340, and4_1 240, clkdlybuf4s50_1 490
==> logic make-up (layout without fill, tap and decap cells) <==
family | Yosys count | count (layout) | share of synthesized area
AND-OR/OR-AND | 30 | 30 | 0.165
buffers and inverters | 13 | 37 | 0.0419
flip-flops | 24 | 24 | 0.504
AND/OR/NAND/NOR | 61 | 61 | 0.289
==> final cells by class <==
class / instances / share of cell area
repair buffers: 24 / 0.149
clock buffers: 4 / 0.0282
flip-flops and latches: 24 / 0.377
well taps: 108 / 0.0846
multi-input cells: 91 / 0.340
inverters: 9 / 0.0212
==> layout by cell type, fill, tap and decap left out <==
master,instances
nor3b_1,1
nor2_2,1
dfstp_2,1
nor4_2,2
a21boi_0,1
buf_4,1
or4_1,1
a221o_1,2
or3_4,1
a41oi_1,1
clkdlybuf4s50_1,23
nor2b_1,5
and2_1,4
o41ai_1,1
a31oi_1,3
nor2_1,15
a311oi_1,2
or3_1,1
dfrtp_1,23
nand2_1,5
and2_4,1
o22ai_1,1
nor3_1,12
o21bai_1,1
and4_1,1
nand2b_1,1
a211oi_1,1
or4b_1,1
clkbuf_8,3
clkbuf_1,1
nor3_2,1
nor4_1,5
a21o_1,3
a21oi_1,11
o21ai_0,2
nand3_1,3
inv_1,9
o21a_1,1
No activity file was given, so power comes from the tool's default toggle rates.
