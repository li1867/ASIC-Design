File: flow/run.sh
#!/bin/bash
# OpenROAD 26Q1-2900-gdf79404cd8, Yosys 0.63+post, stock flow scripts
make -C /OpenROAD-flow-scripts/flow DESIGN_CONFIG=/design/flow/config.mk WORK_HOME=/design/flow/orfs finish
File: flow/config.mk
export PLATFORM = sky130hd
export DESIGN_NAME = timer
export DESIGN_NICKNAME = timer
export VERILOG_FILES = /design/flow/design.v
export SDC_FILE = /design/flow/constraint.sdc
export NUM_CORES = 4
export LEC_CHECK = 1
export CORE_AREA = 10 10 70 70
export DIE_AREA = 0 0 80 80
File: flow/constraint.sdc
current_design timer

set clk_period 2.1
set clk_io_pct 0.2

create_clock -name clk0 -period $clk_period [get_ports {clk}]

set non_clock_inputs [all_inputs -no_clocks]
set_input_delay [expr $clk_period * $clk_io_pct] -clock clk0 $non_clock_inputs
set_output_delay [expr $clk_period * $clk_io_pct] -clock clk0 [all_outputs]
File: flow/design.v
module flex_counter
  #(
    parameter NUM_CNT_BITS = 4
    )
    (
	input wire clk,
	input wire n_rst,
	input wire clear,
	input wire count_enable,
	input wire [(NUM_CNT_BITS-1):0] rollover_val,
	output reg [(NUM_CNT_BITS-1):0] count_out,
	output reg rollover_flag
    );
	reg [(NUM_CNT_BITS-1):0] current_count;
	reg [(NUM_CNT_BITS-1):0] next_count;
	reg current_rollover_flag;
	reg next_rollover_flag;
	always_ff @ (posedge clk, negedge n_rst) begin
		if( n_rst == 0 ) begin
			current_count <= '0;
			current_rollover_flag <= 1'b0;
		end
		else begin
			current_count <= next_count;
			current_rollover_flag <= next_rollover_flag;
		end
	end
	always_comb begin
		next_count = current_count;
		next_rollover_flag = current_rollover_flag;
		if(clear == 1) begin
	   		next_count = '0;
	  		next_rollover_flag = 0;
		end
		else begin
			if (count_enable == 1) begin
				   	if(next_count == rollover_val - 1) begin
						next_count = current_count + 1;	
						next_rollover_flag = 1'b1;
					end
					else if(next_count >= rollover_val) begin
						next_count = 1;
						next_rollover_flag = 0;
					end
					else begin
						next_rollover_flag = 0;
						next_count = current_count + 1;	
					end
			end
			else begin
				next_count = current_count;
				next_rollover_flag = current_rollover_flag;
			end  
   		end
	end  
	assign count_out = current_count;
	assign rollover_flag = current_rollover_flag;
endmodule
module timer
(
	input wire clk,
	input wire n_rst,
	input wire enable_timer,
	output reg shift_strobe,
	output reg packet_done
);
   reg [3:0]count_out_9;
   reg [3:0]count_out_10;
   flex_counter #(4) A1(.clk(clk), .n_rst(n_rst), .clear(packet_done), .count_enable(shift_strobe), .rollover_val(4'd9), .rollover_flag(packet_done), .count_out(count_out_9));   
   flex_counter #(4) A2(.clk(clk), .n_rst(n_rst), .clear(packet_done), .count_enable(enable_timer), .rollover_val(4'd10), .rollover_flag(shift_strobe),.count_out(count_out_10));   
endmodule
==> run_summary.xml <==
<?xml version="1.0" encoding="UTF-8"?>
<metrics>
  <group name="die">
    <metric name="design.core.area" unit="µm²">3420</metric>
    <metric name="die-height" unit="µm">80</metric>
    <metric name="floorplan.die_area" unit="µm²">6400</metric>
    <metric name="rows" unit="">21</metric>
    <metric name="top_level_ports" unit="">5</metric>
    <metric name="die.size.x" unit="µm">80</metric>
    <metric name="core_util_floorplan" unit="%">18.1</metric>
  </group>
  <group name="clocking">
    <metric name="cts.sink_count" unit="">10</metric>
    <metric name="cts.reportedPaths.clkPinSlew" unit="ns">0.06</metric>
    <metric name="cts_hold_repair.buffers" unit="">0</metric>
    <metric name="cts-resized-gates" unit="">0</metric>
    <metric name="cts_buffers" unit="">3</metric>
    <metric name="cts_setup_buffers" unit="">0</metric>
    <metric name="clk-insertion-delay-late" unit="ns">0.26</metric>
    <metric name="clock_tree.buffer_depth" unit="">2</metric>
    <metric name="cts_root_buffer" unit="">sky130_fd_sc_hd__clkbuf_4</metric>
    <metric name="cts_htree_levels" unit="">1</metric>
    <metric name="tritoncts" unit="">yes</metric>
  </group>
  <group name="worst_setup_path">
    <metric name="startpoint_type" unit="">register</metric>
    <metric name="crit_path_top_delay_cell" unit="">sky130_fd_sc_hd__dfrtp_1</metric>
    <metric name="path_cells" unit="">clkdlybuf4s50_1</metric>
    <metric name="criticalPathCategory" unit="">register to output pin</metric>
    <metric name="rr_worst_depth" unit="">4</metric>
    <metric name="cp_data_arrival_time" unit="ns">1.38</metric>
    <metric name="cpLargestDelayFamily" unit="">flip-flops</metric>
    <metric name="logic_depth_of_the_worst_path_buffers_included" unit="">1</metric>
    <metric name="rr_startpoint" unit="">A2.current_count[1]</metric>
    <metric name="path_buffers" unit="">1</metric>
    <metric name="timing.reg2reg.setup_slack" unit="ns">0.69</metric>
    <metric name="cp_data_required_time" unit="ns">1.68</metric>
    <metric name="worst_r2r_end" unit="">A2.current_count[1]</metric>
    <metric name="critical_path.endpoint_type" unit="">output pin</metric>
    <metric name="timing.critical_path.fanout_max" unit="">14</metric>
    <metric name="cpPeakStageDelay" unit="ns">0.58</metric>
  </group>
  <group name="synthesis">
    <metric name="synth.yosys.chip_area" unit="µm²">619</metric>
    <metric name="netlist_area" unit="µm²">619</metric>
    <metric name="postSynthRegisterBits" unit="">10</metric>
    <metric name="synth.distinct_cells" unit="">25</metric>
    <metric name="yosysCellCount" unit="">61</metric>
    <metric name="yosysWarnings" unit="">3</metric>
    <metric name="average_size_of_a_mapped_cell" unit="µm²">10.2</metric>
    <metric name="sequential_area_share_after_synthesis" unit="%">40.4</metric>
    <metric name="post_synth_edffs" unit="">0</metric>
    <metric name="postSynth.topFlopCell" unit="">sky130_fd_sc_hd__dfrtp_1</metric>
    <metric name="synth_async_sr_flop_share" unit="%">100</metric>
    <metric name="syn_inst" unit="">61</metric>
  </group>
  <group name="route">
    <metric name="drt-total-wl" unit="µm">1070</metric>
    <metric name="drcViolationCount" unit="">0</metric>
    <metric name="ant_nets" unit="">0</metric>
    <metric name="drtPass1Iterations" unit="">4</metric>
    <metric name="vias" unit="">449</metric>
    <metric name="drt_via_density" unit="">4.01</metric>
    <metric name="drt_iter0_drc" unit="">28</metric>
    <metric name="antenna_cells" unit="">0</metric>
    <metric name="drt-wirelength-per-cell" unit="µm">9.56</metric>
  </group>
  <group name="timing">
    <metric name="finalSetupViolCount" unit="">0</metric>
    <metric name="slew_headroom" unit="%">70.4</metric>
    <metric name="grt_setup_unrepaired" unit="">false</metric>
    <metric name="skew" unit="ns">0.00116</metric>
    <metric name="transition_time_of_the_tightest_slew_check_pin" unit="ns">0.442</metric>
    <metric name="report.final.slew_viol_count" unit="">0</metric>
    <metric name="sum_neg_setup_slack" unit="ns">0</metric>
    <metric name="fin_hold_ws" unit="ns">0.472</metric>
    <metric name="finalCriticalPeriod" unit="ns">1.80</metric>
    <metric name="max_clock_freq" unit="MHz">555</metric>
    <metric name="final.period_utilization" unit="%">85.8</metric>
    <metric name="finalHoldViolations" unit="">0</metric>
  </group>
  <group name="placed_design">
    <metric name="placed_cell_area" unit="µm²">708</metric>
    <metric name="routability_congestion" unit="">0.824</metric>
    <metric name="place.detailed.hpwl" unit="µm">853</metric>
    <metric name="placement.io_buffers" unit="">4</metric>
  </group>
  <group name="final_layout">
    <metric name="layout-drive-gt1-share" unit="%">10.6</metric>
    <metric name="finalInstanceArea" unit="µm²">731</metric>
    <metric name="area.growth.synth_to_final" unit="%">18.0</metric>
    <metric name="finalCoreUtilization" unit="%">21.4</metric>
  </group>
  <group name="global_routing">
    <metric name="grt_util_all_layers" unit="%">3.55</metric>
    <metric name="grt_start_max_net_pins" unit="">15</metric>
    <metric name="grt.overflow.total" unit="">0</metric>
    <metric name="grt_pass1_wl" unit="µm">1860</metric>
    <metric name="antenna_found_initial" unit="">0</metric>
    <metric name="grt_pass1_vias" unit="">423</metric>
  </group>
  <group name="power">
    <metric name="power.static_leakage" unit="µW">0.000301</metric>
    <metric name="vdd_drop_max" unit="mV">0.335</metric>
    <metric name="powerDensity" unit="nW/µm²">1190</metric>
  </group>
  <group name="job">
    <metric name="cap_viol_max_count" unit="">0</metric>
    <metric name="warnings" unit="">30</metric>
  </group>
  <group name="status">
    <metric name="run_status" unit="">finished clean</metric>
  </group>
  <group name="min_path">
    <metric name="hold_path_class" unit="">input pin to async pin</metric>
  </group>
</metrics>
[metrics by stage]
stage          setup slack, ns  power [µW]  instances
2_1_floorplan            0.861         657         61
3_3_place_gp             0.545         737        109
3_5_place_dp             0.536         748        109
4_1_cts                  0.279         876        112
5_1_grt                  0.205         957        112
6_report                 0.298         867        112
[cells in the final DEF (no fill, tap or decap)]
cell	Yosys	final
sky130_fd_sc_hd__clkdlybuf4s50_1	0	4
sky130_fd_sc_hd__o211ai_1	1	1
sky130_fd_sc_hd__nand2_1	3	3
sky130_fd_sc_hd__dfrtp_1	10	10
sky130_fd_sc_hd__nand4b_1	1	1
sky130_fd_sc_hd__nand4_1	1	1
sky130_fd_sc_hd__ha_1	7	7
sky130_fd_sc_hd__nor2b_1	1	1
sky130_fd_sc_hd__a311oi_1	2	2
sky130_fd_sc_hd__inv_1	6	6
sky130_fd_sc_hd__o2111ai_1	1	1
sky130_fd_sc_hd__clkbuf_4	0	3
sky130_fd_sc_hd__o21bai_1	1	1
sky130_fd_sc_hd__nand2b_1	3	3
sky130_fd_sc_hd__a21oi_1	2	2
sky130_fd_sc_hd__o21a_1	2	2
sky130_fd_sc_hd__a41oi_1	2	2
sky130_fd_sc_hd__inv_2	1	1
sky130_fd_sc_hd__o311ai_4	1	1
sky130_fd_sc_hd__o21ai_0	3	3
sky130_fd_sc_hd__or2_2	1	1
sky130_fd_sc_hd__o32ai_1	2	2
sky130_fd_sc_hd__nand3b_1	1	1
sky130_fd_sc_hd__nor2_1	6	6
sky130_fd_sc_hd__o41ai_2	1	1
[where the power goes]
part | internal (µW) | leakage, µW | switching, µW
combinational | 183 | 0.000160 | 185
clock | 65.9 | 0.0000138 | 58.8
sequential | 267 | 0.000127 | 107
total | 516 | 0.000301 | 351
[cells by family (layout without fill, tap and decap cells)]
kind of cell / count (synthesis) / count (layout) / share of synthesized area, %
DFF: 10 / 10 / 40.4
AOI/OAI and AO/OA: 18 / 18 / 25.7
and+or+nand+nor: 17 / 17 / 14.1
adders and majority gates: 7 / 7 / 14.1
buffers and inverters: 9 / 14 / 5.65
[worst register-to-register path: stages (launching register included)]
cell	delay (ns)
sky130_fd_sc_hd__dfrtp_1	0.43
sky130_fd_sc_hd__inv_1	0.09
sky130_fd_sc_hd__ha_1	0.24
sky130_fd_sc_hd__o311ai_4	0.37
sky130_fd_sc_hd__o32ai_1	0.15
[worst max-delay path by stage]
stage | startpoint | to | slack [ns]
global route | A1.current_rollover_flag | packet_done | 0.21
CTS | A1.current_rollover_flag | packet_done | 0.28
finish | A1.current_rollover_flag | packet_done | 0.30
[routing by layer]
layer	GRT usage, %	share of wire [%]	up-vias
li1	-	-	231
met1	4.77	52	211
met2	4.90	40	7
met3	2.27	8.0	0
met4	0.176	0	0
met5	0	0	-
[flip-flops by register name, indices dropped and copies added (netlist names)]
| signal | cells |
|---|---|
| A2.current_count | 4 |
| A2.current_rollover_flag | 1 |
| A1.current_rollover_flag | 1 |
| A1.current_count | 4 |
[final cells by class]
class / instances / area, µm²
Fill cell: 382 / 2690
Multi-Input combinational cell: 42 / 334
Sequential cell: 10 / 250
Tap cell: 46 / 57.6
Timing Repair Buffer: 4 / 40.0
Inverter: 7 / 26.3
Clock buffer: 3 / 22.5
[cell usage after synthesis, drive strengths merged, types with 2 or more instances]
library cell	number	area share, %
a41oi	2	2.8
inv	7	4.2
o21ai	3	2.4
ha	7	14
o21a	2	2.4
a311oi	2	2.8
nor2	6	3.6
nand2b	3	3.0
nand2	3	1.8
dfrtp	10	40
a21oi	2	1.6
o32ai	2	2.8
No activity file was given, so power comes from the tool's default toggle rates.
